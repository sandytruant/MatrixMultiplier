[./design.v]
module sint24_to_bf16(
    input wire [23:0] sint_in,
    output [15:0] bf16_out
);
reg sign;
reg [23:0] abs_value;
reg [4:0] exponent;
reg [9:0] mantissa;
reg [23:0] result;
integer i, j;
reg found;
assign bf16_out = result;
always @(sint_in) begin
    sign = sint_in[23];
    if (sign == 1'b1) begin
        abs_value = ~sint_in + 1;
    end else begin
        abs_value = sint_in;
    end
    exponent = 5'b0;
    mantissa = 10'b0;
    found = 1'b0;
    if (abs_value != 24'b0) begin
        for (i = 23; i >= 0 && !found; i = i - 1) begin
            if (abs_value[i] == 1'b1) begin
                exponent = 5'd1 + i;
                for (j = i - 1; j >= i - 10 && j >= 0; j = j - 1) begin
                    mantissa[j - i + 10] = abs_value[j];
                end
                found = 1'b1;
            end
        end
    end
    else begin
        exponent = 5'b0;
        mantissa = 10'b0;
    end
    result = {sign, exponent, mantissa};
end
endmodule
[./config.mk]
export PLATFORM = sky130hd
export DESIGN_NAME = sint24_to_bf16
export DESIGN_NICKNAME = sint24_to_bf16
export VERILOG_FILES = /design/flow/design.v
export SDC_FILE = /design/flow/constraint.sdc
export NUM_CORES = 4
export LEC_CHECK = 1
export CORE_UTILIZATION = 30
export SYNTH_HDL_FRONTEND = slang
[./constraint.sdc]
current_design sint24_to_bf16

set clk_period 13.7
set clk_io_pct 0.2

create_clock -name clk0 -period $clk_period

set non_clock_inputs [all_inputs -no_clocks]
set_input_delay [expr $clk_period * $clk_io_pct] -clock clk0 $non_clock_inputs
set_output_delay [expr $clk_period * $clk_io_pct] -clock clk0 [all_outputs]
[./run.sh]
#!/bin/bash
# OpenROAD 26Q1-2900-gdf79404cd8, Yosys 0.63+post, stock flow scripts
make -C /OpenROAD-flow-scripts/flow DESIGN_CONFIG=/design/flow/config.mk WORK_HOME=/design/flow/orfs finish
==> impl_metrics.csv <==
group,metric,value,unit
outcome,status,"finished clean",
floorplanning,core_area,0.0103,mm^2
power_and_ir_drop,power_leakage,1.14,nW
clocking,postCtsResizedCells,0,
drt,num_antenna_cells,0,
timing,hold_viol_final,0,
synth,postSynthAreaPerCell,6.28,um^2
place,gp_congestion,1.03,
timing,final-setup-viol-count,0,
floorplanning,fp_util,0.309,
power_and_ir_drop,total_power_consumption,197,uW
setup_path,cp-start-kind,"input port",
cells_and_area,flop_count,0,
floorplanning,io-pin-count,40,
timing,drv_slew,0,
synth,synth_area,0.00318,mm^2
drt,post_drt_wl_per_cell,21.1,um
floorplanning,die_area,0.0110,mm^2
synth,ys_cells,506,
synth,top_cells_by_count,"sky130_fd_sc_hd__o21ai_0, sky130_fd_sc_hd__a21oi_1, sky130_fd_sc_hd__clkbuf_1, sky130_fd_sc_hd__nor2_1, sky130_fd_sc_hd__nand2_1",
setup_path,critPathRequiredTime,10.96,ns
timing,tmin_final,10.20,ns
synth,synth.area.top_cells,"sky130_fd_sc_hd__o21ai_0, sky130_fd_sc_hd__a21oi_1, sky130_fd_sc_hd__clkbuf_1",
timing,rsz_0062_raised_after_global_routing,"no",
cells_and_area,drive_gt1_frac,0.0973,
synth,top_cell,"sky130_fd_sc_hd__o21ai_0",
global_routing,grt_pass1_vias,4150,
cells_and_area,nClkBuffers,0,
clocking,post_cts_hold_buffer_count,0,
synth,post-synth-top-area-fraction,0.0914,
setup_path,crit_slowest_cell,"sky130_fd_sc_hd__xor2_1",
setup_path,timing_worst_setup_path_type,"in -> out",
synth,largest_area_cell,"sky130_fd_sc_hd__o21ai_0",
drt,routed_via_density,6.86,
drt,antenna_violating_nets_post_route,0,
floorplanning,die_h,105,um
power_and_ir_drop,vdd_drop_max,0.0239,mV
setup_path,startpoint,"sint_in[13]",
global_routing,first_pass_grt_wire_length,22500,um
min_path,worst_hold_path_type,"in -> out",
timing,finalClockPeriodUsage,0.744,
timing,tns,0,ns
setup_path,worst_setup_end_kind,"primary output",
global_routing,grt_antenna_before_repair,0,
synth,chip_area_yosys,0.00318,mm^2
global_routing,grt_util_all_layers,0.255,
floorplanning,fp.dieW,105,um
floorplanning,fp-row-count,37,
drt,number_of_vias_after_detailed_routing,4529,
run,warning_count,32,
setup_path,critical_path_peak_fanout,12,
cells_and_area,area.sequential,0,um^2
synth,yosysWarnings,0,
min_path,worst_hold_startpoint,"sint_in[23]",
setup_path,critical-path-max-stage-delay,0.87,ns
global_routing,grt_start_max_net_pins,27,
drt,detailedRoute.firstIterationViolations,664,
timing,fmaxAchievable,98.1,MHz
place,numPortBuffers,40,
drt,drc,0,
synth,cells_after_synth,506,
synth,yosys.stat.seqShare,0,
setup_path,crit_chain,"clkdlybuf4s50_1 -> or4_4 -> or4_1 -> o21ai_2 -> xor2_1 -> nor2_1 -> a211o_1 -> o31ai_1 -> a21oi_1 -> o31ai_1 -> clkdlybuf4s50_1",
synth,yosysUniqueCellTypes,69,
drt,totalWireLength,13900,um
timing,timing_worst_slew_pin_value,1.07,ns
cells_and_area,num-fill-cells,1135,
place,dp.final_hpwl,9790,um
setup_path,timing.critical_path.arrival,7.46,ns
cells_and_area,area_added_between_synthesis_and_finish,18.6,%
timing,relSlewSlack,0.281,
clocking,postCtsSetupRepairBufs,0,
power_and_ir_drop,powerDensity,52.4,mW/mm^2
drt,number_of_optimization_iterations_in_the_first_detailed_route_pass,9,
global_routing,grt_remaining_overflow,0,
run,max_cap_violations,0,
## worst paths after layout
path / to / slack [ns] / cells after the start
worst max-delay path: bf16_out[2] / 3.50 / 11
worst min-delay path: bf16_out[15] / 6.30 / 2
## cells in the final DEF, fill, tap and decap left out, types with 6 or more instances in the layout
master / instances
sky130_fd_sc_hd__o21ai_0: 57
sky130_fd_sc_hd__o211ai_1: 13
sky130_fd_sc_hd__nor2_1: 43
sky130_fd_sc_hd__a211oi_1: 13
sky130_fd_sc_hd__o2111ai_1: 6
sky130_fd_sc_hd__a21oi_1: 43
sky130_fd_sc_hd__a31oi_1: 13
sky130_fd_sc_hd__nand3_1: 15
sky130_fd_sc_hd__clkdlybuf4s50_1: 40
sky130_fd_sc_hd__xnor2_1: 18
sky130_fd_sc_hd__nor4_1: 8
sky130_fd_sc_hd__nand2_1: 38
sky130_fd_sc_hd__xor2_1: 15
sky130_fd_sc_hd__a221oi_1: 10
sky130_fd_sc_hd__o31ai_1: 11
sky130_fd_sc_hd__nor3_1: 27
sky130_fd_sc_hd__buf_4: 33
sky130_fd_sc_hd__a41oi_1: 7
## stage by stage
step / std cells / util / instance area [um^2] / hold slack, ns / setup WS (ns)
2_1_floorplan: 506 / - / 3180 / 5.55 / 5.39
3_3_place_gp: 660 / 0.367 / 3770 / 6.30 / 3.53
3_5_place_dp: 660 / 0.367 / 3770 / 6.31 / 3.56
4_1_cts: 660 / 0.367 / 3770 / 6.31 / 3.55
5_1_grt: 660 / 0.367 / 3770 / 6.34 / 3.22
6_report: 660 / 0.367 / 3770 / 6.30 / 3.50
## report_power, final
part / leakage, nW / internal [mW] / total (mW) / switching (mW)
clock network: 0 / 0 / 0 / 0
registers: 0 / 0 / 0 / 0
logic: 1.14 / 0.0747 / 0.197 / 0.123
## metal layers
layer / track usage / vias up / part of all wire
li1: - / 2058 / -
met1: 0.358 / 2012 / 0.41
met2: 0.383 / 373 / 0.43
met3: 0.0343 / 86 / 0.11
met4: 0.128 / 0 / 0.057
met5: 0 / - / 0
## cell families after synthesis
family / count (synthesis) / synth area share
buffers and inverters: 60 / 0.0796
AND-OR/OR-AND: 237 / 0.530
AND/OR/NAND/NOR: 168 / 0.264
multiplexers: 4 / 0.0126
XOR/XNOR: 36 / 0.110
adder cells (fa/ha/maj): 1 / 0.00394
## area by class of cell
class                      instances  area, um^2  share of cell area
tap                              136         170              0.0452
timing repair buffer              73         648               0.172
multi-input combinational        446        2930               0.778
inverter                           5        18.8             0.00498
## critical path: cells and delay by family
family / cells / cell delay, ns
buffers and inverters: 2 / 1.05
AND/OR/NAND/NOR: 3 / 1.51
AND-OR/OR-AND: 5 / 1.30
XOR/XNOR: 1 / 0.87
No activity file was given, so power comes from the tool's default toggle rates.
